==> run.sh <==
#!/bin/bash
# OpenROAD 26Q1-2900-gdf79404cd8, Yosys 0.63+post, stock flow scripts
make -C /OpenROAD-flow-scripts/flow DESIGN_CONFIG=/design/flow/config.mk WORK_HOME=/design/flow/orfs finish
==> config.mk <==
export PLATFORM = sky130hd
export DESIGN_NAME = riscv_zero_fetch
export DESIGN_NICKNAME = riscv_zero_fetch
export VERILOG_FILES = /design/flow/design.v
export SDC_FILE = /design/flow/constraint.sdc
export NUM_CORES = 4
export LEC_CHECK = 1
export CORE_UTILIZATION = 40
==> constraint.sdc <==
current_design riscv_zero_fetch

set clk_period 9.7
set clk_io_pct 0.2

create_clock -name clk0 -period $clk_period [get_ports {clk}]

set non_clock_inputs [all_inputs -no_clocks]
set_input_delay [expr $clk_period * $clk_io_pct] -clock clk0 $non_clock_inputs
set_output_delay [expr $clk_period * $clk_io_pct] -clock clk0 [all_outputs]
==> design.v <==
module riscv_zero_fetch(
    input clk,                   
    input reset,                 
    input branch_taken,         
    input  [63:0] pc_in,        
    input  [31:0] inst_data,     
    output reg [63:0] pc_out,  
    output reg [31:0] inst_data_out    
);
always @(posedge clk or posedge reset) begin
    if (reset) begin
        pc_out <= 64'h0;  
        inst_data_out <= 64'h0;  
    end else begin
        inst_data_out <= inst_data[31:0];  
        pc_out <= branch_taken ? pc_in : pc_out + 4;
    end
end
endmodule
==> notes.org <==
* Flow results

** Run status
- The flow ran to the end, and the final reports show no timing, DRC or antenna violations.

** Flow run
- Number of logged tool warnings :: 26
- The tool flagged a number of max-cap violations equal to 0.

** Critical path
- The OpenROAD report gives the critical path a required time of 7.76 ns.
- Depth of the worst register-to-register path :: 5
- Arrival @ worst endpoint :: about 1.4 ns
- Peak fanout along the critical path :: 7
- Critical path type :: flop to primary output
- Buf/Inv on CP :: 1
- According to the timing report, the critical path is captured at pc_out[46].
- In this run the number of cells on the critical path is 1.
- Critical path startpoint category :: flop
- Delay contributed by the slowest stage of the critical path :: 0.51 ns
- Sort of element at the end of the critical path :: primary output
- Worst reg-to-reg setup slack :: about 6.8 ns
- Beginning of the critical path :: pc_out[46]$_DFF_PP0_
- Cell with the largest stage delay on the worst path :: sky130_fd_sc_hd__clkdlybuf4s50_1
- RR Endpoint :: pc_out[55]$_DFF_PP0_
- Looking at the reg2reg group, the worst path starts from pc_out[11]$_DFF_PP0_.
- Per STA, the worst path is made up of clkdlybuf4s50_1.
- Among cell families on the critical path, the largest total delay comes from buffers and inverters.

** Final timing
- Shortest period the worst path allows :: approximately 3.3 ns
- Clock tree skew after final layout :: about 0.0079 ns
- Post-route period utilization is reported as 0.341.
- Per the final timing report, the hold violations number 0.
- Setup repair after global routing missed its margin :: false
- The final timing report counts setup violations totalling 0.
- Counting pins that exceed their max-slew limit in the final report gives 0.
- The highest clock rate this design can be run at is about 0.30 GHz.
- In the final timing run, aggregate negative setup slack is 0 ns.
- At the pin with the least slew margin, the transition time is around 0.87 ns.
- Across all checked pins, the minimum headroom to the slew limit is 0.413.
- Final setup margin :: around 6.4 ns

** Synth
- Number of enable-type register cells in the synthesized netlist :: 0
- Area reported by Yosys stat :: 4470 µm²
- The main area contributors are sky130_fd_sc_hd__dfrtp_1 (54%), sky130_fd_sc_hd__nand2_1 (4.5%), sky130_fd_sc_hd__o21ai_0 (3.9%).
- For this run, the register share of the synthesized area comes to 0.538.
- Looking at the cell usage after synthesis, the top flip-flop cell is sky130_fd_sc_hd__dfrtp_1.
- In this run, synthesis produced a sequential element count of 96.
- The area fraction of the largest cell type after synthesis is 0.538.
- Counting every instance in the synthesized netlist gives around 450.
- Largest area contributor in the synthesized netlist :: sky130_fd_sc_hd__dfrtp_1
- Yosys stat counts roughly 450 cells in the synthesized netlist.
- Counting the warning lines in the Yosys log gives 1.
- Post-Syn Area :: around 4500 µm²
- Counting flops with an async set or reset pin after synthesis yields a share of 1.00.
- The synthesized netlist contains 36 unique library cells.
- In this run the mean area of a mapped cell was between 9 and 10 µm².

** Placement
- Setup WS pre-CTS :: around 6 ns
- The congestion estimate from routability-driven global placement came to between 0.7 and 0.8.
- For this run the detailed placement stage logged an HPWL of 8380 µm.
- Buffers placed on the I/O ports in this run total between 150 and 200.
- Placement Cell Area :: roughly 6500 µm²

** Global routing
- Grt ovf :: 0
- The number of antenna violations at the first check in global routing came to 0.
- Pin count of the biggest net entering global routing :: around 78
- Global-route wire length before repair :: 19,500 µm
- The via count of the first global-routing pass is between 3,000 and 4,000.
- Summed over all routing layers, the global router reports a total usage of 0.220.

** CTS
- Cells resized by post-CTS repair :: 0
- Clock tree synthesis found a total of ~96 sinks.
- The skew report gives the latency at the later pin of the worst-skew pair as around 0.37 ns.
- Maximum number of buffers from clock root to sink :: 2
- Looking at the clock tree report, the root buffer type is sky130_fd_sc_hd__clkbuf_8.
- Num CTS Buffers :: 9
- The H-tree was split into 3 levels.
- Buffers added to address setup during post-CTS repair amount to 0.
- Clock slew at reported path FFs :: approximately 0.10 ns
- CTS tree :: built
- Hold repair after CTS inserted 0 buffers.

** Min path
- The worst hold path belongs to the class flop to flop.

** Drt
- Residual DRC count :: 0
- In the post-route report, total wirelength is listed as between 10,000 and 15,000 µm.
- In the final routed layout, each cell accounts on average for 15.2 µm.
- 0 antenna diodes ended up in the layout.
- Total number of vias :: 4,029
- Per the log, the first TritonRoute iteration ended with a DRC count of 189.
- Pre-Repair DR Iteration Count :: 4
- The detail route stage leaves a number of antenna-violating nets equal to 0.
- Via/cell ratio :: just over 5

** Die
- Per the OpenROAD floorplan log, the height of the die is between 100 and 150 µm.
- Floorplan Utilization :: 0.412
- 195 I/O pins were placed.
- Row Count :: 38
- After floorplanning, the die was sized to cover between 10,000 and 15,000 µm².
- According to the floorplan report, the placeable core area is 10,800 µm².
- Per the OpenROAD floorplan log, the width of the die is between 100 and 150 µm.

** Layout
- The flow measured a signed area growth from synthesis to layout of 49.8%.
- Final standard cell area without fillers :: approximately 6700 µm²
- Number of fill cells :: a little under 900
- Area of all sequential standard cells :: 2400 µm²
- Area of the multi-input gates :: about 1900 µm²
- The layout summary lists the proportion of cells stronger than drive strength 1 as 0.0564.

** Pwr
- Per the summary, power density relative to cell area is 131 nW/µm².
- The completed layout was analyzed and its total power is approximately 0.88 mW.
- The analysis attributes to cell leakage a power of between 2 and 3 nW.
- Peak supply drop :: approximately 0.075 mV
## metal layers
metal	GRT usage	part of all wire	wire length, µm	up-vias
met1	0.346	0.45	5320	1876
met2	0.328	0.45	5330	139
li1	-	-	-	2001
met5	0	0	0	-
met4	0.0333	0.014	166	0
met3	0.0531	0.084	998	13
## kinds of logic (layout without fill, tap and decap cells)
kind of cell / Yosys count / count (layout) / share of synthesized area
xor+xnor: 34 / 34 / 0.0667
buf+inv: 38 / 226 / 0.0359
compound gates: 86 / 86 / 0.119
simple gates: 191 / 191 / 0.228
flops: 96 / 96 / 0.538
mux: 4 / 4 / 0.0101
fa+ha+maj: 1 / 1 / 0.00280
## through the flow
| step | hold WS, ns | cells | util |
|---|---|---|---|
| 2_1_floorplan | 0.456 | 450 | - |
| 3_3_place_gp | 0.493 | 762 | 0.599 |
| 3_5_place_dp | 0.496 | 762 | 0.599 |
| 4_1_cts | 0.518 | 778 | 0.617 |
| 5_1_grt | 0.551 | 778 | 0.617 |
| 6_report | 0.515 | 778 | 0.617 |
## worst min-delay path by stage
stage / startpoint / endpoint / slack, ns / cells after the start
CTS: pc_out[0]$_DFFE_PP0P_ / pc_out[0]$_DFFE_PP0P_ / 0.52 / 1
global route: pc_out[1]$_DFFE_PP0P_ / pc_out[1]$_DFFE_PP0P_ / 0.55 / 1
finish: pc_out[0]$_DFFE_PP0P_ / pc_out[0]$_DFFE_PP0P_ / 0.51 / 1
## layout make-up
| class | count | area share |
|---|---|---|
| Clock buffer | 10 | 0.0206 |
| Clock inverter | 6 | 0.00767 |
| Inverter | 11 | 0.00655 |
| Multi-Input combinational cell | 316 | 0.285 |
| Sequential cell | 96 | 0.359 |
| Tap cell | 140 | 0.0262 |
| Timing Repair Buffer | 199 | 0.295 |
## synth_stat cells, types with 2 or more instances
| cell | number |
|---|---|
| sky130_fd_sc_hd__or3_1 | 4 |
| sky130_fd_sc_hd__inv_1 | 11 |
| sky130_fd_sc_hd__a31oi_1 | 24 |
| sky130_fd_sc_hd__xnor2_1 | 20 |
| sky130_fd_sc_hd__nand3_1 | 26 |
| sky130_fd_sc_hd__o31ai_1 | 22 |
| sky130_fd_sc_hd__nor2_1 | 30 |
| sky130_fd_sc_hd__dfrtp_1 | 96 |
| sky130_fd_sc_hd__buf_2 | 2 |
| sky130_fd_sc_hd__nor4_1 | 8 |
| sky130_fd_sc_hd__and4_1 | 2 |
| sky130_fd_sc_hd__nand4_2 | 2 |
| sky130_fd_sc_hd__xor2_1 | 14 |
| sky130_fd_sc_hd__and4_4 | 2 |
| sky130_fd_sc_hd__buf_6 | 2 |
| sky130_fd_sc_hd__and3_1 | 10 |
| sky130_fd_sc_hd__nand4_1 | 14 |
| sky130_fd_sc_hd__or4_1 | 22 |
| sky130_fd_sc_hd__mux2_2 | 4 |
| sky130_fd_sc_hd__nand4b_1 | 2 |
| sky130_fd_sc_hd__or2_2 | 2 |
| sky130_fd_sc_hd__nor3_1 | 8 |
| sky130_fd_sc_hd__clkbuf_1 | 23 |
| sky130_fd_sc_hd__o21ai_0 | 35 |
| sky130_fd_sc_hd__o31a_1 | 2 |
| sky130_fd_sc_hd__nand2_1 | 53 |
## cells in the final DEF, fill, tap and decap left out, types with 2 or more instances in the layout
cell type / Yosys / final
sky130_fd_sc_hd__and3_1: 10 / 10
sky130_fd_sc_hd__xor2_1: 14 / 14
sky130_fd_sc_hd__nor3_1: 8 / 8
sky130_fd_sc_hd__buf_4: 0 / 5
sky130_fd_sc_hd__or3_1: 4 / 4
sky130_fd_sc_hd__clkbuf_8: 0 / 10
sky130_fd_sc_hd__nand4_2: 2 / 2
sky130_fd_sc_hd__clkdlybuf4s50_1: 0 / 193
sky130_fd_sc_hd__and4_4: 2 / 2
sky130_fd_sc_hd__clkinvlp_4: 0 / 3
sky130_fd_sc_hd__or2_2: 2 / 2
sky130_fd_sc_hd__dfrtp_1: 96 / 96
sky130_fd_sc_hd__a31oi_1: 24 / 24
sky130_fd_sc_hd__nor2_1: 30 / 30
sky130_fd_sc_hd__o31ai_1: 22 / 22
sky130_fd_sc_hd__nor4_1: 8 / 8
sky130_fd_sc_hd__xnor2_1: 20 / 20
sky130_fd_sc_hd__nand4b_1: 2 / 2
sky130_fd_sc_hd__inv_1: 11 / 10
sky130_fd_sc_hd__o31a_1: 2 / 2
sky130_fd_sc_hd__mux2_2: 4 / 4
sky130_fd_sc_hd__nand4_1: 14 / 14
sky130_fd_sc_hd__o21ai_0: 35 / 35
sky130_fd_sc_hd__or4_1: 22 / 22
sky130_fd_sc_hd__nand3_1: 26 / 26
sky130_fd_sc_hd__and4_1: 2 / 2
sky130_fd_sc_hd__nand2_1: 53 / 53
## flip-flops by register name, summed over array words and instances, names as in the netlist
register / cells
inst_data_out: 32
pc_out: 64
## power breakdown
part           total (mW)  switching [mW]  internal [mW]
clock network       0.250           0.147          0.103
logic               0.161          0.0479          0.113
registers           0.467          0.0354          0.432
total               0.878           0.230          0.648
Power is estimated from default activity; no workload was simulated.

==> flow/design.v <==
module riscv_zero_decode (
    input clk,
    input reset,
    input [31:0] inst_data,
    input [63:0] pc_in,
    input reg_wenable,
    input [4:0] reg_waddr,
    input [63:0] reg_wdata,
    output reg [6:0] opcode,
    output reg [31:0] immediate,
    output reg [4:0]  reg_dest,
    output reg [63:0] reg1_out,
    output reg [63:0] reg2_out,
    output reg [63:0] pc_out,
    output reg writeback_enable,
    output reg memory_access,
    output reg [1:0] writeback_source,
    output reg mem_wenable,
    output reg jump,
    output reg branch,
    output reg ALU_A_mux,
    output reg ALU_B_mux,
    output reg [3:0] ALU_OP
);
wire [6:0] funct7 = inst_data[31:25];  
wire [2:0] funct3 = inst_data[14:12];  
wire [6:0] op = inst_data[6:0];        
wire [4:0] rs1 = inst_data[19:15];     
wire [4:0] rs2 = inst_data[24:20];     
wire [4:0] rd = inst_data[11:7];       
reg [63:0] register_file [0:31];
always @(posedge clk or posedge reset) begin
    if (reset) begin
        opcode <= 7'b0000000;
        reg_dest <= 5'b00000;
        reg1_out <= 64'h0;
        reg2_out <= 64'h0;
        immediate <= 64'h0;
        register_file[0] <= 64'h0;
    end else begin
        writeback_enable <= 1'b0;    
        writeback_source <= 2'b00;   
        memory_access <= 2'b00;      
        jump <= 1'b0;                
        branch <= 1'b0;              
        ALU_A_mux <= 1'b0;           
        ALU_B_mux <= 1'b0;           
        case (op)
            7'b0010011,7'b0011011,7'b0000011: immediate <= $signed(inst_data[31:20]);                                         
            7'b0100011: immediate <= $signed({inst_data[31:25], inst_data[11:7]});                                            
            7'b1100011: immediate <= $signed({inst_data[31], inst_data[7], inst_data[30:25], inst_data[11:8], 1'b0});         
            7'b0110111: immediate <= {inst_data[31:20], {12{1'b0}}};                                                          
            7'b1101111: immediate <= $signed({inst_data[31], inst_data[19:12], inst_data[20], inst_data[30:21], 1'b0});       
            default: immediate <= 64'h0;
        endcase
        case(op)
            7'b0000011: begin  
                memory_access <= 2'b01;
                writeback_enable <= 1'b1;
                writeback_source <= 2'b01;
                ALU_B_mux <= 1'b1;
            end
            7'b0010011,7'b0011011: begin  
                writeback_enable <= 1'b1;
                ALU_B_mux <= 1'b1;
            end
            7'b0010111: begin  
                writeback_enable <= 1'b1;
                ALU_A_mux <= 1'b1;
                ALU_B_mux <= 1'b1;
            end
            7'b0100011: begin  
                memory_access <= 2'b10;
                writeback_source <= 2'b01;
                ALU_B_mux <= 1'b1;
            end
            7'b0110011,7'b0111011: begin 
                writeback_enable <= 1'b1;
            end
            7'b0110111: begin  
                writeback_source <= 2'b10;
            end
            7'b1100011: begin  
                branch <= 1'b1;
            end
            7'b1100011: begin  
                jump <= 1'b1;
                writeback_source <= 2'b11;
                writeback_enable <= 1'b1;
            end
            7'b1100011: begin  
                jump <= 1'b1;
                writeback_source <= 2'b11;
                writeback_enable <= 1'b1;
            end
        endcase
        case (funct3)
            3'b000:
                ALU_OP <= (funct7 == 7'b000_0000) ? 4'h0 : 4'h1;  
            3'b001:
                ALU_OP <= 4'h2;  
            3'b010,3'b011:
                ALU_OP <= 4'h3;  
            3'b100:
                ALU_OP <= 4'h4;  
            3'b101:
                ALU_OP <= (funct7 == 7'b000_0000) ? 4'h6 : 4'h7;  
            3'b110:
                ALU_OP <= 4'h8;  
            3'b111:
                ALU_OP <= 4'h9;  
            default: ALU_OP <= 0;
        endcase
        opcode <= inst_data[6:0];
        reg_dest <= rd;
        reg1_out <= register_file[rs1];
        reg2_out <= register_file[rs2];
        if (reg_wenable) begin
            register_file[reg_waddr] <= reg_wdata;
        end
        register_file[31] <= pc_in;
    end
end
endmodule
==> flow/run.sh <==
#!/bin/bash
# OpenROAD 26Q1-2900-gdf79404cd8, Yosys 0.63+post, stock flow scripts
make -C /OpenROAD-flow-scripts/flow DESIGN_CONFIG=/design/flow/config.mk WORK_HOME=/design/flow/orfs finish
==> flow/config.mk <==
export PLATFORM = sky130hd
export DESIGN_NAME = riscv_zero_decode
export DESIGN_NICKNAME = riscv_zero_decode
export VERILOG_FILES = /design/flow/design.v
export SDC_FILE = /design/flow/constraint.sdc
export NUM_CORES = 4
export LEC_CHECK = 1
export CORE_UTILIZATION = 30
==> flow/constraint.sdc <==
current_design riscv_zero_decode

set clk_period 2.2
set clk_io_pct 0.2

create_clock -name clk0 -period $clk_period [get_ports {clk}]

set non_clock_inputs [all_inputs -no_clocks]
set_input_delay [expr $clk_period * $clk_io_pct] -clock clk0 $non_clock_inputs
set_output_delay [expr $clk_period * $clk_io_pct] -clock clk0 [all_outputs]
==> metrics.csv <==
metric;value;unit
tritoncts;done;
top_area_cell;edfxtp_1;
wirelength;552000;microns
crit_path_cell_trace;clkdlybuf4s50_1;
vias_per_cell;6.29;
cts_buffers;263;
layout_top_cell;edfxtp_1;
crit_fanout;3;
fmax;460;MHz
via_count;77414;
die_x;556;microns
grt_pass1_vias;80760;
top_area_share;65.2;%
ys_area;91900;sq um
cts.sinks;2224;
end_kind;output port;
setup_tns;0;ns
track_usage;37.5;%
syn_inst;6402;
clkTransAtPathRegs;0.06;ns
yosys_cells;6402;
synth_cell_types;63;
power_density;791;nW/um^2
reg2reg_to;reg1_out[34]$_DFF_PP0_;
insertion_delay;0.93;ns
path_class;flop to output port;
ff2ff_path_depth;6;
hp-start;pc_in[51];
cts_max_level;5;
setup_slack;0.0284;ns
die_y;556;microns
min_path_cells;1;
ir_drop;0.000614;V
crit_slowest_cell;clkdlybuf4s50_1;
post-route-drc-count;0;
fp_util;30.3;%
row_count;202;
lay_top_cells;1995 x edfxtp_1, 1811 x a22oi_1, 860 x buf_4;
cts_buffer_depth;4;
ys_ff;2224;
maxCapViolations;0;
routabilityCongestion;1.05;
place_ws;-1.20;ns
synth-async-reset-ratio;10.3;%
antenna_found_initial;36;
crit_path_start_kind;flop;
dpl_cell_area;115000;sq um
worstPathArrival;1.73;ns
numPortBuffers;350;
crit_family;buffers and inverters;
finalSetupViolCount;0;
reg2reg_from;register_file[16][34]$_DFFE_PP_;
status;completed;
io_pins;417;
path_depth;1;
drive_gt1_share;25.1;%
required;1.76;ns
nFillCells;27525;
skew;0.0290;ns
grt-ovfl-total;0;
grt_max_degree;58;
p_leak;44.5;nW
min_path_type;primary input to flop;
report.final.hold_viol_count;0;
path_buffers;1;
synth_area;91900;sq um
ys_seq_share;71.4;%
tool_warnings;27;
worst_slew_pin_slew;0.822;ns
post-route-min-period;2.17;ns
grt_first_pass_wirelength;723000;microns
max-slew-margin-rel;45.0;%
rrSetupSlack;0.20;ns
wl_per_cell;44.9;microns
dieArea;309000;sq um
syn_area_per_cell;14.4;sq um
syn2layout_area_growth;35.8;%
detailed_place_hpwl;379000;microns
slew_viol_final;0;
drt_iter0_drc;8377;
yosysWarnings;67;
max_stage_delay;0.45;ns
period_used_share;98.7;%
cts_root_buffer;clkbuf_16;
firstDrtPassIters;8;
design_area;125000;sq um
hold_end;register_file[31][51]$_DFFE_PN_;
ff_type;edfxtp_1;
area_leaders;edfxtp_1 65%, a22oi_1 15%, dfrtp_1 6.2%;
postRouteAntennaNets;0;
edf_count;1995;
core;304000;sq um
[cells by family (layout without fill, tap and decap cells)]
| logic type | Yosys count | count (layout) | synth area share, % |
|---|---|---|---|
| flops | 2224 | 2224 | 71.4 |
| compound gates | 2177 | 2177 | 17.4 |
| simple gates | 1389 | 1390 | 7.22 |
| buf+inv | 533 | 2251 | 2.99 |
| mux | 78 | 78 | 0.939 |
| other cells | 1 | 106 | 0.00408 |
[flip-flops by register name, indices dropped and copies added, names as in the netlist]
signal	count
ALU_B_mux	1
memory_access	1
branch	1
reg1_out	64
opcode	7
immediate	25
ALU_A_mux	1
reg_dest	5
ALU_OP	4
writeback_enable	1
writeback_source	2
register_file	2048
reg2_out	64
[stage by stage]
stage | instances | util, % | power (mW) | hold WS, ns
global route | 12280 | 41.1 | 101 | 0.0875
CTS | 12248 | 40.9 | 98.7 | 0.0368
detailed placement | 11735 | 38.0 | 55.7 | 0.522
finish | 12306 | 41.1 | 98.7 | 0.0588
floorplan | 6467 | - | 50.3 | 0.471
global placement | 11735 | 38.0 | 55.7 | 0.518
[Yosys cell counts (11+ instances only)]
cell	number
mux2_2	66
o32a_1	28
nand2b_1	12
nor4_1	96
clkbuf_1	158
or3_1	16
a221oi_1	28
a22o_1	22
mux2i_1	12
and2_1	13
nor3_1	95
a222oi_1	18
nand2_1	619
a21oi_1	190
nor2_1	202
nor2_2	26
a22oi_1	1828
dfrtp_1	229
buf_1	30
nand4_1	182
nand3b_1	11
nor2_4	12
o21ai_0	19
nand3_1	49
buf_4	114
buf_2	216
edfxtp_1	1995
[area by class of cell]
cell class / count / area (sq um) / area share (%)
antenna: 40 / 100 / 0.0802
clock buffer: 359 / 7300 / 5.85
clock inverter: 117 / 1130 / 0.906
inverter: 8 / 33.8 / 0.0271
multi-input combinational: 3711 / 24600 / 19.7
sequential: 2224 / 65700 / 52.6
tap: 4080 / 5100 / 4.09
timing repair buffer: 1767 / 20900 / 16.7
[how the worst max path moves through the flow]
stage | slack [ns] | end | startpoint
after CTS | 0.0004 | reg2_out[6] | reg2_out[6]$_DFF_PP0_
after global routing | -0.005 | immediate[25] | immediate[30]$_DFF_PP0_
final | 0.03 | immediate[25] | immediate[30]$_DFF_PP0_
[layer usage]
metal	routed length [microns]	global-route usage (%)
met4	40500	20.8
met1	173000	41.0
met2	228000	50.1
met3	108000	30.7
met5	2370	5.91
[where the power goes]
part | switching, mW | internal (mW) | leakage (nW)
Clock | 18.9 | 24.8 | 4.09
Sequential | 1.06 | 47.1 | 20.8
Combinational | 3.96 | 2.90 | 19.5
Total | 24.0 | 74.8 | 44.5
[repair_timing]
action                                 4_1_cts  5_1_grt
endpoints found under the hold margin        4        0
gates resized                              155       47
pin swaps                                   10       16
gates cloned                                 1        4
setup endpoints to repair                  134       66
hold buffers                                 4        0
setup buffers                               33       14
Power is estimated from default activity; no workload was simulated.
